<file path="/design/flow/run.sh">
#!/bin/bash
# OpenROAD 26Q1-2900-gdf79404cd8, Yosys 0.63+post, stock flow scripts
make -C /OpenROAD-flow-scripts/flow DESIGN_CONFIG=/design/flow/config.mk WORK_HOME=/design/flow/orfs finish
</file>
<file path="/design/flow/config.mk">
export PLATFORM = sky130hd
export DESIGN_NAME = data_path
export DESIGN_NICKNAME = data_path
export VERILOG_FILES = /design/flow/design.v
export SDC_FILE = /design/flow/constraint.sdc
export NUM_CORES = 4
export LEC_CHECK = 1
export CORE_UTILIZATION = 30
</file>
<file path="/design/flow/constraint.sdc">
current_design data_path

set clk_period 23.5
set clk_io_pct 0.2

create_clock -name clk0 -period $clk_period [get_ports {clk}]

set non_clock_inputs [all_inputs -no_clocks]
set_input_delay [expr $clk_period * $clk_io_pct] -clock clk0 $non_clock_inputs
set_output_delay [expr $clk_period * $clk_io_pct] -clock clk0 [all_outputs]
</file>
<file path="/design/flow/design.v">
`timescale 1ns / 1ps
module Coprocessor(
    input clk,
    input rst,
    input [4:0] reg_R_addr,
    input [4:0] reg_W_addr,
    input [31:0] wdata,
    input [31:0] pc_i,
    input reg_we,
    input EPCWrite,
    input CauseWrite,
    input [1:0] IntCause,
    output [31:0] rdata,
    output [31:0] epc_o
    );
reg [31:0] register[12:14];
integer i;
assign rdata = register[reg_R_addr];
assign epc_o = register[14];
always @(posedge clk or posedge rst)
    if (rst == 1)begin
        for (i=12;i<14;i=i+1)
            register[i] <= 0;
    end else begin
        if (reg_we)
            register[reg_W_addr] <= wdata;
        if (EPCWrite == 1)
            register[14] <= pc_i;
        if (CauseWrite == 1)
            register[13] <= IntCause;
    end
endmodule
`timescale 1ns / 1ps
module Regs(
	input clk,
	input rst,
	input [4:0] reg_R_addr_A,
	input [4:0] reg_R_addr_B,
	input [4:0] reg_W_addr,
	input [31:0] wdata,
	input reg_we,
	output [31:0] rdata_A,
	output [31:0] rdata_B
    );
reg [31:0] register[1:31];
integer i;
assign rdata_A = (reg_R_addr_A == 0)?0:register[reg_R_addr_A];
assign rdata_B = (reg_R_addr_B == 0)?0:register[reg_R_addr_B];
always @(posedge clk or posedge rst)
begin
	if (rst == 1)begin
		for (i=1;i<32;i=i+1)
			register[i] <= 0;
	end else begin
		if ((reg_W_addr != 0)&&(reg_we == 1))
			register[reg_W_addr] <= wdata;
	end
end
endmodule
`timescale 1ns / 1ps
module alu(
	input [31:0] A,
	input [31:0] B,
	input [2:0] ALU_operation,
	output [31:0] res,
	output zero,
	output reg overflow
    );
wire [31:0] res_and,res_or,res_add,res_sub,res_nor,res_slt;
reg [31:0] res_op;
parameter one = 32'h00000001,zero_0=32'h00000000;
assign res_and = A&B;
assign res_or = A|B;
assign res_add = A+B;
assign res_sub = A-B;
assign res_slt = (A<B)?one:zero_0;
assign res = res_op[31:0];
always @(*) begin
	overflow = 0;
	case(ALU_operation)
		3'b000: res_op = res_and;
		3'b001: res_op = res_or;
		3'b010: begin
					res_op = res_add;
					if ((A[31:31]&B[31:31]&~res[31:31]) | (~A[31:31]&~B[31:31]&res[31:31]))
						overflow = 1;
				  end
		3'b110: begin
					res_op = res_sub;
					if ((A[31:31]&~B[31:31]&~res[31:31]) | (~A[31:31]&B[31:31]&res[31:31]))
						overflow = 1;
				  end
		3'b100: res_op = ~(A|B);
		3'b111: res_op = res_slt;
		3'b101: res_op = A >> 1;
		3'b011: res_op = (~A&B) | (A&~B);
		default: res_op=32'hxxxxxxxx;
	endcase
end
	assign zero = (res==0)?1:0;
endmodule
 `timescale 1ns / 1ps
 module data_path(clk,
 reset,
 MIO_ready,
 IorD,
 IRWrite,
 RegDst,
 RegWrite,
 MemtoReg,
 ALUSrcA,
 ALUSrcB,
 PCSource,
 PCWrite,
 PCWriteCond,
 Beq,
 ALU_operation,
 PC_Current,
 data2CPU,
 Inst_R,
 data_out,
 M_addr,
 zero,
 overflow,
 CauseWrite,
 IntCause,
 EPCWrite,
 Co0Write,
 );
 input clk,reset;
 input MIO_ready,IorD,IRWrite,RegWrite,ALUSrcA,PCWrite,PCWriteCond,Beq,CauseWrite,EPCWrite,Co0Write;
 input [1:0] RegDst,ALUSrcB,IntCause;
 input [2:0]ALU_operation,MemtoReg,PCSource;
 input [31:0] data2CPU;
 output [31:0] Inst_R,M_addr,data_out,PC_Current;  
 output zero,overflow;
 reg [31:0] Inst_R,ALU_Out,MDR,PC_Current,w_reg_data;
 wire [1:0] RegDst,ALUSrcB,IntCause;
 wire [31:0] reg_outA,reg_outB,r6out, epc_out;  
 wire reset,rst,zero,overflow,IRWrite,MIO_ready,RegWrite,Beq,modificative,CauseWrite,EPCWrite,Co0Write;
 wire IorD,ALUSrcA,PCWrite,PCWriteCond;
 wire [31:0] Alu_A,Alu_B,res;
 wire [31:0] rdata_A, rdata_B, data_out, data2CPU,M_addr, rdata_co0;
 wire [2:0] ALU_operation, MemtoReg, PCSource;
 wire [15:0] imm;
 wire [4:0] reg_Rs_addr_A,reg_Rt_addr_B,reg_rd_addr,reg_Wt_addr;
 assign rst=reset;
 always @(posedge clk or posedge rst)begin
 if(rst) begin
 Inst_R<=0; end
 else begin
 if (IRWrite && MIO_ready) Inst_R<=data2CPU; else Inst_R<=Inst_R;
 if (MIO_ready) MDR<=data2CPU;
 ALU_Out<=res;
 end
 end
 alu x_ALU(
 .A(Alu_A),
 .B(Alu_B),
 .ALU_operation(ALU_operation),
 .res(res),
 .zero(zero),
 .overflow(overflow) );
 Regs reg_files( .clk(clk),
 .rst(rst),
 .reg_R_addr_A(reg_Rs_addr_A),
 .reg_R_addr_B(reg_Rt_addr_B),
 .reg_W_addr(reg_Wt_addr),
 .wdata(w_reg_data),
 .reg_we(RegWrite),
 .rdata_A(rdata_A),
 .rdata_B(rdata_B));
Coprocessor coprocessor0 (
    .clk(clk),
    .rst(rst),
    .reg_R_addr(reg_Rt_addr_B),
    .reg_W_addr(reg_W_addr),
    .wdata(w_reg_data),
    .pc_i(res),
    .reg_we(Co0Write),
    .EPCWrite(EPCWrite),
    .CauseWrite(CauseWrite),
    .IntCause(IntCause),
    .rdata(rdata_co0),
    .epc_o(epc_out)
    );
 assign reg_Rs_addr_A=Inst_R[25:21];  
 assign reg_Rt_addr_B=Inst_R[20:16];  
 assign reg_rd_addr=Inst_R[15:11];  
 assign imm=Inst_R[15:0];  
 always @(*)
    case(MemtoReg)
        3'b000: w_reg_data<=ALU_Out;
        3'b001: w_reg_data<=MDR;
        3'b010: w_reg_data<={imm,16'h0000};
        3'b011: w_reg_data<=PC_Current;
        3'b100: w_reg_data<=rdata_co0;
    endcase
 mux4to1_5 mux_w_reg_addr (
 .a(reg_Rt_addr_B),  
 .b(reg_rd_addr),  
 .c(5'b11111),  
 .d(5'b00000),  
 .sel(RegDst),
 .o(reg_Wt_addr)
 );
 mux2to1_32 mux_Alu_A (
 .a(rdata_A),  
 .b(PC_Current),  
 .sel(ALUSrcA),
 .o(Alu_A)
 );
 mux4to1_32 mux_Alu_B(
 .a(rdata_B),  
 .b(32'h00000004),  
 .c({{16{imm[15]}},imm}),  
 .d({{14{imm[15]}},imm,2'b00}), 
 .sel(ALUSrcB),
 .o(Alu_B)
 );
 assign modificative=PCWrite||(PCWriteCond&&(~(zero||Beq)|(zero&&Beq)));
 always @(posedge clk or posedge reset)
 begin
 if (reset==1)  
 PC_Current<=32'h30000000;
 else if (modificative==1)begin
 case(PCSource)
 3'b000: if (MIO_ready) PC_Current <=res;  
 3'b001: PC_Current <=ALU_Out;  
 3'b010: PC_Current <={PC_Current[31:28],Inst_R[25:0],2'b00};  
 3'b011: PC_Current <=32'h30000180;  
 3'b100: PC_Current <=epc_out;
 endcase
 end
 end
 assign data_out=rdata_B;  
 mux2to1_32 mux_M_addr (
 .a(ALU_Out),  
 .b(PC_Current),  
 .sel(IorD),
 .o(M_addr)
 );
 endmodule
`timescale 1ns / 1ps
module mux2to1_32(
	input wire sel,
	input wire [31:0] a,
	input wire [31:0] b,
	output wire [31:0] o
);
assign o = sel ? a : b;
endmodule
`timescale 1ns / 1ps
module mux4to1_32(
	input wire [1:0] sel,
	input wire [31:0] a,
	input wire [31:0] b,
	input wire [31:0] c,
	input wire [31:0] d,
	output reg [31:0] o
    );
always @(*)
	case(sel)
		2'b00: o<=a;
		2'b01: o<=b;
		2'b10: o<=c;
		2'b11: o<=d;
	endcase
endmodule
`timescale 1ns / 1ps
module mux4to1_5(
	input wire sel,
	input wire [4:0] a,
	input wire [4:0] b,
	input wire [4:0] c,
	input wire [4:0] d,
	output reg [4:0] o
);
always @(*)
	case(sel)
		2'b00: o<=a;
		2'b01: o<=b;
		2'b10: o<=c;
		2'b11: o<=d;
	endcase
endmodule
</file>
==> reports/summary.log <==
INFO  outcome        run_status=completed
INFO  power          power.switching_fraction=39.6%
INFO  cells_and_area fin_util=35.3%
INFO  flow_run       drv_cap=0
INFO  placed_design  dp_hpwl=237000µm
INFO  cells_and_area drive_gt1_share=27.9%
INFO  cts            tritoncts=built
INFO  synthesis      post_synth_num_cell_types=97
INFO  synthesis      synth_flop_count=1186
INFO  floorplan      rows=172
INFO  sta            finalMaxSlewViolations=0
INFO  floorplan      floorplanUtilization=30.2%
INFO  cells_and_area logic_area=34200µm²
INFO  synthesis      synth.cellmix.xorXnorShare=0.409%
INFO  route          wl_per_cell=39.3µm
INFO  critical_path  worstSetupEndpointType=output port
INFO  power          power.density_cell_area=112nW/µm²
INFO  synthesis      fa_ha_area_share=2.06%
INFO  cells_and_area regArea=29800µm²
INFO  synthesis      ys_cells=6276
INFO  power          total_switching_power=3.45mW
INFO  power          internal-power=5.26mW
INFO  route          route.final.wire_length=373000µm
INFO  synthesis      synthTopLogicFamily=multiplexers
INFO  power          clk_network_pwr_share=24.5%
INFO  min_path       worst_hold_path_type=reg2reg
INFO  synthesis      postSynthCellCount=6276
INFO  flow_run       stage_log_warnings=103
INFO  grt            gr-usage-all-layers=34.0%
INFO  critical_path  r2r_setup_slack=12.85ns
INFO  sta            worst_pin_slew=1.12ns
INFO  sta            endpoints_left_unconstrained=32
INFO  sta            finalWorstPathRequiredPeriod=17.34ns
INFO  grt            grt_pass1_wl=508000µm
INFO  grt            grt_antenna_before_repair=46
INFO  synthesis      async_reset_ff_share=89.2%
INFO  floorplan      die_w=472µm
INFO  sta            finalClockPeriodUsage=73.8%
INFO  critical_path  critical_path_class=in2out
INFO  floorplan      ios=190
INFO  sta            rsz0062_at_grt=no
INFO  synthesis      synth_cell_area=66300µm²
INFO  critical_path  cp_data_arrival_time=12.64ns
INFO  power          comb_power_share=34.7%
INFO  route          ant_nets=0
INFO  synthesis      flop_cell=dfrtp_1
INFO  synthesis      muxShareOfSynthArea=18.6%
INFO  cts            clockBufferDepth=3
INFO  critical_path  critical_path_required=18.80ns
INFO  synthesis      number_of_synthesized_flops_with_an_enable_pin=96
INFO  grt            grt_pass1_vias=60900
INFO  synthesis      yosys_warnings=12
INFO  power          ir_worst_vdd=0.0712mV
INFO  critical_path  critical_path.max_fanout=30
INFO  route          detailedRoute.firstIterationViolations=8362
INFO  synthesis      synth_chip_area=66300µm²
INFO  grt            global_route.overflow_total=0
INFO  cells_and_area areaGrowthSynthToFinish=17.0%
INFO  sta            number_of_endpoints_with_negative_hold_slack_in_the_final_report=0
INFO  cts            number_of_h_tree_branching_levels=3
INFO  cts            clock_transition_time_at_the_flip_flop_clock_pins_of_the_worst_setup_and_hold_paths=0.07ns
INFO  sta            unclocked_regs=32
INFO  sta            fin_setup_tns=0ns
INFO  route          post-route-drc-count=0
INFO  cts            post-cts-setup-buffers=0
INFO  critical_path  crit_start_category=primary input
INFO  placed_design  io_buffer_count=187
INFO  cts            cts_repair_resize_count=0
INFO  power          power.share.sequential=40.8%
INFO  floorplan      dieHeight=472µm
INFO  cts            cts_inserted_buffers=121
INFO  route          dr_total_vias=63600
INFO  route          post_drt_via_cell_ratio=6.71
INFO  placed_design  gp_routability_congestion=1.08
INFO  floorplan      total_core_area=220000µm²
INFO  synthesis      synth.cellmix.simpleShare=11.4%
INFO  cts            hold_buffers=0
INFO  synthesis      yosys.area_share.aoi=18.2%
INFO  sta            max_freq=0.0577GHz
INFO  synthesis      synth_area_per_cell=10.6µm²
INFO  cts            clock_tree.root_cell=clkbuf_16
INFO  cells_and_area number_of_filler_cells_placed_in_the_layout=21400
INFO  cts            clk_latency=0.83ns
INFO  sta            timing.slew.headroom=24.9%
INFO  sta            setup_viol=0
INFO  floorplan      chipArea=223000µm²
INFO  sta            final.setup_skew=0.0867ns
INFO  power          leakagePower=32.9nW
INFO  route          drt-pass1-iter-count=9
INFO  grt            grt_start_max_net_pins=61
[final timing paths]
path                             from                         to  cells after the start
max                           ALUSrcA                       zero                     20
min                        Inst_R[28]                 Inst_R[28]                      1
max reg2reg                Inst_R[17]             PC_Current[20]                     32
min reg2reg                Inst_R[28]                 Inst_R[28]                      1
max in group asynchronous       reset  reg_files.register[25][1]                      7
min in group asynchronous       reset                 Inst_R[14]                      2
[state kept, by name, summed over array words and instances (netlist names)]
name                   flops
reg_files.register       992
coprocessor0.register     34
ALU_Out                   32
Inst_R                    32
MDR                       32
PC_Current                32
w_reg_data                32
[cells in the final DEF, fill, tap and decap left out, types with 17 or more instances in the layout]
cell type,n
clkbuf_8,36
nand4_1,146
nor2_4,57
clkdlybuf4s50_1,183
nor2b_1,37
clkbuf_16,121
nand2_1,224
o21a_1,18
or3_1,18
inv_1,135
dlxtn_1,32
a21oi_1,228
nand3_1,232
mux2_2,1047
nor2_1,271
buf_4,379
nor4_1,42
a2111oi_0,42
dfrtp_1,1051
a22o_1,185
a221o_1,32
o22ai_1,28
o21ai_0,216
ha_1,106
and3_1,123
diode_2,50
a222oi_1,47
mux2i_1,50
nand2b_1,31
nor2_2,24
o31ai_1,22
a221oi_1,193
edfxtp_1,96
or4b_1,26
clkinv_2,25
a22oi_1,419
xnor2_1,26
a21o_1,17
a31oi_1,44
nor3_1,100
[Yosys cell counts (44+ instances only)]
cell | number | area share, %
o21ai_0 | 217 | 1.6
a221oi_1 | 193 | 2.5
nor2_1 | 351 | 2.0
ha_1 | 106 | 2.0
a22oi_1 | 419 | 4.7
and3_1 | 124 | 1.2
a22o_1 | 185 | 2.4
dfrtp_1 | 1056 | 40
buf_1 | 89 | 0.50
nand3_1 | 232 | 1.8
nand4_1 | 146 | 1.4
a21oi_1 | 229 | 1.7
a222oi_1 | 47 | 0.71
mux2i_1 | 50 | 0.75
nand2_1 | 234 | 1.3
mux2_2 | 1047 | 18
nor3_1 | 106 | 0.80
nor4_1 | 45 | 0.42
a31oi_1 | 44 | 0.42
clkbuf_1 | 459 | 2.6
inv_1 | 136 | 0.77
edfxtp_1 | 96 | 4.3
[power by group through the flow]
stage	sequential (mW)	combinational [mW]	clock [mW]
4_1_cts	3.51	2.88	2.14
5_1_grt	3.63	3.12	2.21
6_report	3.55	3.02	2.14
[cell type report]
class / count / area share (%)
timing repair buffer: 566 / 6.06
clock inverter: 57 / 1.07
sequential: 1186 / 38.5
inverter: 142 / 0.692
clock buffer: 171 / 4.61
tap: 2958 / 4.77
multi-input combinational: 4355 / 44.2
antenna: 50 / 0.161
[per-stage QoR]
| step | hold WS [ns] | power [mW] | instance area (µm²) | instances | worst slack (ns) |
|---|---|---|---|---|---|
| final | 0.505 | 8.70 | 77600 | 9485 | 6.16 |
| after detailed placement | 0.494 | 6.41 | 73000 | 9207 | 6.60 |
| after global routing | 0.522 | 8.96 | 77500 | 9446 | 6.12 |
| after global placement | 0.489 | 6.37 | 73000 | 9207 | 6.64 |
| after floorplan | 0.454 | 4.93 | 66300 | 6276 | 0.241 |
| after CTS | 0.508 | 8.53 | 77400 | 9435 | 6.57 |
[critical path, cell delays in order]
cell	delay, ns
clkdlybuf4s50_1	0.46
buf_4	0.45
clkinv_1	0.20
a21oi_2	0.54
buf_4	0.41
o21ai_0	0.23
o21ai_0	0.42
ha_1	0.42
o2111ai_1	0.36
a2111oi_0	0.59
nor3_1	0.11
buf_4	0.20
o21ai_0	0.71
mux2i_1	0.17
a211o_1	0.35
o32a_1	0.51
nor2_1	0.13
or4b_1	0.58
nor2_1	0.46
clkdlybuf4s50_1	0.57
[cells by family (layout without fill, tap and decap cells)]
group	Yosys count	after routing
AOI/OAI and AO/OA	1651	1651
other	0	50
adders and majority gates	108	108
DFF	1154	1154
xor gates and xnor gates	31	31
latches	32	32
and+or+nand+nor	1463	1463
buffers and inverters	735	936
muxes	1102	1102
[layer usage]
metal | share of wire, % | vias up | global-route usage, % | wire [µm]
met5 | 0.56 | - | 6.86 | 2090
met4 | 8.5 | 70 | 21.8 | 31600
met3 | 18 | 1827 | 25.0 | 67200
met2 | 39 | 5850 | 44.6 | 146000
met1 | 34 | 31600 | 38.1 | 126000
li1 | - | 24300 | - | -
Power is estimated from default activity; no workload was simulated.

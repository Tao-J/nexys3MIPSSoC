### run.sh
#!/bin/bash
# OpenROAD 26Q1-2900-gdf79404cd8, Yosys 0.63+post, stock flow scripts
make -C /OpenROAD-flow-scripts/flow DESIGN_CONFIG=/design/flow/config.mk WORK_HOME=/design/flow/orfs finish
### config.mk
export PLATFORM = sky130hd
export DESIGN_NAME = arbiter
export DESIGN_NICKNAME = arbiter
export VERILOG_FILES = /design/flow/design.v
export SDC_FILE = /design/flow/constraint.sdc
export NUM_CORES = 4
export LEC_CHECK = 1
export CORE_AREA = 10 10 129 129
export DIE_AREA = 0 0 139 139
### constraint.sdc
current_design arbiter

set clk_period 3.5
set clk_io_pct 0.2

create_clock -name clk0 -period $clk_period [get_ports {wb_clk}]

set non_clock_inputs [all_inputs -no_clocks]
set_input_delay [expr $clk_period * $clk_io_pct] -clock clk0 $non_clock_inputs
set_output_delay [expr $clk_period * $clk_io_pct] -clock clk0 [all_outputs]
### design.v
module arbiter( 
   wb_m0_vcache_dat_o, wb_m0_vcache_ack_o, wb_m1_cpu_dat_o,
   wb_m1_cpu_ack_o, wb_s0_cellram_wb_adr_o, wb_s0_cellram_wb_dat_o,
   wb_s0_cellram_wb_sel_o, wb_s0_cellram_wb_stb_o,
   wb_s0_cellram_wb_cyc_o, wb_s0_cellram_wb_we_o,
   wb_clk, wb_rst, wb_m0_vcache_adr_i, wb_m0_vcache_dat_i,
   wb_m0_vcache_sel_i, wb_m0_vcache_cyc_i, wb_m0_vcache_stb_i,
   wb_m0_vcache_we_i, wb_m1_cpu_adr_i, wb_m1_cpu_dat_i,
   wb_m1_cpu_sel_i, wb_m1_cpu_cyc_i, wb_m1_cpu_stb_i, wb_m1_cpu_we_i,
   wb_s0_cellram_wb_dat_i, wb_s0_cellram_wb_ack_i
	,cellram_mst_sel
   );
   input  wire wb_clk, wb_rst;
   input  wire [31:0] 	       		  wb_m0_vcache_adr_i;
   input  wire [31:0] 	       		  wb_m0_vcache_dat_i;
   input  wire [3:0] 	       		  wb_m0_vcache_sel_i;
   input  wire 				  wb_m0_vcache_cyc_i;
   input  wire 				  wb_m0_vcache_stb_i;
   input  wire 				  wb_m0_vcache_we_i;
   output wire [31:0]  			  wb_m0_vcache_dat_o;
   output wire 				  wb_m0_vcache_ack_o;
   input  wire [31:0] 	       		  wb_m1_cpu_adr_i;
   input  wire [31:0] 	       		  wb_m1_cpu_dat_i;
   input  wire [3:0] 	       		  wb_m1_cpu_sel_i;
   input  wire 				  wb_m1_cpu_cyc_i;
   input  wire 				  wb_m1_cpu_stb_i;
   input  wire 				  wb_m1_cpu_we_i;
   output wire [31:0] 	       		  wb_m1_cpu_dat_o;
   output wire 				  wb_m1_cpu_ack_o;
   output wire [31:0] 			  wb_s0_cellram_wb_adr_o;
   output wire [31:0] 			  wb_s0_cellram_wb_dat_o;
   output wire [3:0] 			  wb_s0_cellram_wb_sel_o;
   output wire 				  wb_s0_cellram_wb_stb_o;
   output wire 				  wb_s0_cellram_wb_cyc_o;
   output wire 				  wb_s0_cellram_wb_we_o;
   input  wire [31:0] 			  wb_s0_cellram_wb_dat_i;
   input  wire 				  wb_s0_cellram_wb_ack_i;
   output reg [1:0] 				  cellram_mst_sel;
   reg [9:0] 				  cellram_arb_timeout;
   wire 				  cellram_arb_reset;
   always @(posedge wb_clk)
     if (wb_rst)
       cellram_mst_sel <= 0;
     else begin
	if (cellram_mst_sel==2'b00) begin
	   if (wb_m0_vcache_cyc_i & wb_m0_vcache_stb_i)  
	     cellram_mst_sel[1] <= 1;
     else if (wb_m1_cpu_cyc_i & wb_m1_cpu_stb_i)  
	     cellram_mst_sel[0] <= 1;
	end
	else begin
	   if (wb_s0_cellram_wb_ack_i)  
	     cellram_mst_sel <= 0;
	end  
     end  
   reg [3:0] cellram_rst_counter;
   always @(posedge wb_clk or posedge wb_rst)
     if (wb_rst)
       cellram_rst_counter <= 4'hf;
     else if (|cellram_rst_counter)
       cellram_rst_counter <= cellram_rst_counter - 1;
   assign wb_s0_cellram_wb_adr_o = cellram_mst_sel[0] ? wb_m1_cpu_adr_i :
			   wb_m0_vcache_adr_i;
   assign wb_s0_cellram_wb_dat_o = cellram_mst_sel[0] ? wb_m1_cpu_dat_i :
			   wb_m0_vcache_dat_i;
   assign wb_s0_cellram_wb_stb_o = (cellram_mst_sel[0] ?  wb_m1_cpu_stb_i :
			   cellram_mst_sel[1]  ? wb_m0_vcache_stb_i : 0) &
			   !(|cellram_rst_counter);
   assign wb_s0_cellram_wb_cyc_o = cellram_mst_sel[0] ?  wb_m1_cpu_cyc_i :
			   cellram_mst_sel[1] ?  wb_m0_vcache_cyc_i : 0;
   assign wb_s0_cellram_wb_we_o = cellram_mst_sel[0] ? wb_m1_cpu_we_i :
			  wb_m0_vcache_we_i;
   assign wb_s0_cellram_wb_sel_o = cellram_mst_sel[0] ? wb_m1_cpu_sel_i :
			  wb_m0_vcache_sel_i;
   assign wb_m1_cpu_dat_o = wb_s0_cellram_wb_dat_i;
   assign wb_m0_vcache_dat_o = wb_s0_cellram_wb_dat_i;
   assign wb_m1_cpu_ack_o = wb_s0_cellram_wb_ack_i & cellram_mst_sel[0];
   assign wb_m0_vcache_ack_o = wb_s0_cellram_wb_ack_i & cellram_mst_sel[1];
   assign wb_m1_cpu_err_o = cellram_arb_reset & cellram_mst_sel[0];
   assign wb_m1_cpu_rty_o = 0;
   assign wb_m0_vcache_err_o = cellram_arb_reset & cellram_mst_sel[1];
   assign wb_m0_vcache_rty_o = 0;
   always @(posedge wb_clk)
     if (wb_rst)
       cellram_arb_timeout <= 0;
     else if (wb_s0_cellram_wb_ack_i)
       cellram_arb_timeout <= 0;
     else if (wb_s0_cellram_wb_stb_o & wb_s0_cellram_wb_cyc_o)
       cellram_arb_timeout <= cellram_arb_timeout + 1;
   assign cellram_arb_reset = (&cellram_arb_timeout);
endmodule
==> GITHUB_STEP_SUMMARY <==
### Yosys + OpenROAD results

| Metric | Value |
|---|---|
| Hold crit path type | reg -> reg |
| Overall Global Routing Usage | 8.30% |
| Vias per cell | 3.53 |
| Setup tns final | 0 ps |
| Post-detail-place hpwl | 7810 um |
| Tmin final | 2900 ps |
| Share of cells above drive strength 1 | 14.6% |
| Fin crit share | 82.7% |
| Async SR Flop Fraction | 66.7% |
| Reg power frac | 13.4% |
| Max frequency | 0.345 GHz |
| Fillcell total | 1,442 |
| RSZ-0062 raised after global routing | no |
| Routability cong. | 0.880 |
| Status | complete, no violations |
| Worst-margin pin slew | 765 ps |
| Hold Violations, Final | 0 |
| Power Density | 175 nW/um^2 |
| Min Hold Slack | 485 ps |
| DR WL/cell | 17.1 um |
| Post-synth EDFFs | 0 |
| XOR Share, Synth | 0.528% |
| Worst-Skew Late Latency | 230 ps |
| Drt pass-1 iters | 3 |
| Vias | 1,795 |
| Cells after Synth | 175 |
| Worst path required time | 2800 ps |
| Post-synth top cells | 65 x buf_4, 36 x mux2_2, 34 x mux2_1 |
| Number of cells upsized or downsized after cts | 0 |
| Placeable Area | 13,900 sq um |
| Max cap viols | 0 |
| Largest driver fanout on the critical path | 60 |
| WS Path Type | reg -> out |
| Net Sw Power | 0.000117 W |
| Initial antenna violation count | 0 |
| Final worst clock skew | 4.24 ps |
| FF+latch count, synth | 6 |
| Height of the die | 139 um |
| Internal | 0.000518 W |
| Simple share | 5.58% |
| M1 wire length | 3150 um |
| DR WL met3 | 1360 um |
| Area grow syn2layout | 119% |
| Chip area | 19,300 sq um |
| Main logic family | multiplexers |
| Top routing layer in use | met4 |
| Log Warnings | 25 |
| Metal2 WL | 4080 um |
| Worst-path clk slew | 40 ps |
| Final setup vio count | 0 |
| Antenna viol nets, final | 0 |
| Mux cell area share after synthesis | 48.8% |
| Post-Route WL | 8710 um |
| First-pass GRT wire length | 12,800 um |
| Area leader, netlist | buf_4 |
| Top-count cell post-synth | buf_4 |
| Syn Area/Cell | 9.47 sq um |
| CP Launch Type | flop |
| Dominant flop cell | dfstp_2 |
| Vias in the first global route | 2,080 |
| Yosys warns | 5 |
| Switching Fraction | 18.4% |
| Design area | 3620 sq um |
| Clk Tree Root Cell | clkbuf_16 |
| Synth cell types | 25 |
| Chip Area, Yosys | 1660 sq um |
| Comb pwr share | 57.0% |
| Die X | 139 um |
| AND-OR/OR-AND Cells, Area Fraction | 1.66% |
| VDD IR max | 0.166 mV |
| CTS sink cnt | 6 |
| H-tree depth | 1 |
| CP Capture Type | output pin |
| CTS buffer count | 3 |
| Main area contributors | buf_4 29%, mux2_2 24%, mux2_1 23% |
| Largest net degree at the start of global routing | 61 |
| Crit path DAT | 2200 ps |
| DRT iter0 DRCs | 18 |
| Fp_density | 11.9% |
| Ys cells | 175 |
| Ports | 316 |
| Max clock buf depth | 2 |
| CTS tree | built |
| Clock Power Share | 29.7% |
| GR Overflow Total | 0 |
| Lkg Pwr | 1.30 nW |
| Dpl cell area | 3550 sq um |
| # diodes | 0 |
| Post-Synthesis Cell Area | 1660 sq um |
| Max Slew Vio Count | 0 |
| Top cell area share | 29.4% |
| Adder Area Share | 0.755% |
| Worst relative slew slack | 49.0% |
| Setup bufs post-CTS | 0 |
| CTS Hold Bufs | 0 |
| Drt drc | 0 |
| Port buffer count | 219 |
| Seq share, synth | 8.75% |
| Row Count | 43 |
==> power groups by stage <==
stage,combinational [W],clock (W),sequential (W)
finish,0.000362,0.000188,0.0000848
global route,0.000390,0.000198,0.0000866
CTS,0.000370,0.000191,0.0000853
==> stage by stage <==
| stage | power [W] | setup WS (ps) | utilization (%) | cells |
|---|---|---|---|---|
| finish | 0.000635 | 604 | 26.1 | 508 |
| global route | 0.000675 | 463 | 26.1 | 508 |
| CTS | 0.000646 | 557 | 26.1 | 508 |
| detailed placement | 0.000453 | 793 | 25.5 | 504 |
| global placement | 0.000453 | 830 | 25.5 | 504 |
| floorplan | 0.000188 | 1740 | - | 175 |
==> placed cells by master, fill, tap and decap left out, types with 2 or more instances in the layout <==
cell             count
nor3b_1              2
mux2_1              34
mux2i_1              2
clkbuf_16            3
mux2_2              36
buf_4                2
clkdlybuf4s50_1    219
dfstp_2              4
and2_1               2
inv_1                3
nand2_1              5
==> layer usage <==
layer,track usage (%),up-vias
met5,0,-
met3,4.97,19
met1,8.84,759
li1,-,841
met2,14.1,176
met4,1.15,0
==> flip-flops by register name, indices dropped and copies added (netlist names) <==
signal,count
cellram_mst_sel,2
cellram_rst_counter,4
==> layout make-up <==
| class | instances | area [sq um] | share of cell area (%) |
|---|---|---|---|
| multi-input cells | 93 | 950 | 26.2 |
| repair buffers | 221 | 2210 | 60.9 |
| clock buffers | 4 | 78.8 | 2.17 |
| well taps | 180 | 225 | 6.21 |
| flip-flops and latches | 6 | 149 | 4.11 |
| inverters | 4 | 15.0 | 0.414 |
==> worst paths after layout <==
path	from	end	slack, ps	cells past startpoint
worst max-delay path	cellram_mst_sel[0]$_SDFFE_PP0P_	wb_s0_cellram_wb_adr_o[10]	600	3
worst min-delay path	cellram_rst_counter[3]$_DFFE_PP1P_	cellram_rst_counter[2]$_DFFE_PP1P_	490	2
worst max register to register	cellram_mst_sel[0]$_SDFFE_PP0P_	cellram_mst_sel[0]$_SDFFE_PP0P_	2210	2
worst min register to register	cellram_rst_counter[3]$_DFFE_PP1P_	cellram_rst_counter[2]$_DFFE_PP1P_	490	2
max in group asynchronous	wb_rst	cellram_rst_counter[3]$_DFFE_PP1P_	2510	2
min in group asynchronous	wb_rst	cellram_rst_counter[2]$_DFFE_PP1P_	960	2
==> kinds of logic after synthesis <==
logic type	count (synthesis)
simple gates	15
mux	72
fa+ha+maj	1
flops	6
buf+inv	76
xor+xnor	1
compound gates	4
==> critical path: stages (launching register included) <==
cell and delay [ps]:
dfxtp_4 840, buf_4 330, mux2_2 350, clkdlybuf4s50_1 440
Power is estimated from default activity; no workload was simulated.

==> design.v <==
`timescale 1ns / 1ps
module BIU(
input wire clk,
input wire rst,
 input  wire      wb_d_ack_i,  
 input  wire      wb_d_err_i,  
 input  wire      wb_d_rty_i,  
 input  wire [31:0]       wb_d_dat_i,  
 output reg      wb_d_cyc_o,  
 output reg [31:0]      wb_d_adr_o,  
 output reg      wb_d_stb_o,  
 output reg      wb_d_we_o,   
 output reg [3:0]       wb_d_sel_o,  
 output reg [31:0]      wb_d_dat_o,  
 input  wire      wb_c_ack_i,  
 input  wire      wb_c_err_i,  
 input  wire      wb_c_rty_i,  
 input  wire [7:0]       wb_c_dat_i,  
 output reg [31:0]      wb_c_adr_o,  
 output reg      wb_c_stb_o,  
 output reg      wb_c_we_o,   
 output reg [7:0]      wb_c_dat_o,  
input wire Cpu_mem_w_i,
input wire [31:0] Cpu_data2bus_i,                                    
input wire Cpu_req_i,
input wire [31:0] Cpu_addr_bus_i,
output reg [31:0] Cpu_data4bus_o,
output reg Cpu_ready_o,
output reg MIO_mem_w_o,
output reg [31:0] MIO_data2bus_o,                                    
output reg [31:0] MIO_addr_bus_o,
input wire [31:0] MIO_data4bus_i,
input wire MIO_ready_i,
output reg txt_ena,
output reg txt_wea,
output reg [12:0] txt_addra,
input wire [15:0] txt_dina,
output reg [15:0] txt_douta,
output reg [31:0] gpu_status
    );
always @(*) begin
    MIO_data2bus_o   <= Cpu_data2bus_i;
    wb_d_dat_o       <= Cpu_data2bus_i;
    wb_c_dat_o       <= Cpu_data2bus_i;
    txt_douta        <= Cpu_data2bus_i;
    MIO_addr_bus_o   <= Cpu_addr_bus_i;
    wb_d_adr_o       <= Cpu_addr_bus_i;
    wb_c_adr_o       <= Cpu_addr_bus_i;
    txt_addra        <= Cpu_addr_bus_i;
end
always @(*) begin
    wb_d_sel_o <= 4'b1111;
end
always @(*) begin
    MIO_mem_w_o      <= 0;
    wb_d_we_o        <= 0;
    wb_c_we_o        <= 0;
    txt_wea          <= 0;
    wb_d_cyc_o       <= 0;
    wb_d_stb_o       <= 0;
    wb_c_stb_o       <= 0;
    txt_ena          <= 0;
    Cpu_data4bus_o <= 0;
    Cpu_ready_o    <= 0;
    case(Cpu_addr_bus_i[31:28])
        4'h3: begin
            wb_d_we_o        <= Cpu_mem_w_i;
            Cpu_data4bus_o   <= wb_d_dat_i;
            Cpu_ready_o      <= wb_d_ack_i;
            wb_d_cyc_o       <= Cpu_req_i;
            wb_d_stb_o       <= Cpu_req_i;
        end
        4'hb: if (Cpu_addr_bus_i[27]) begin
            Cpu_data4bus_o   <= gpu_status;
            Cpu_ready_o      <= 1'b1;
        end else begin
            txt_wea          <= Cpu_mem_w_i;
            Cpu_data4bus_o   <= txt_dina;
            Cpu_ready_o      <= 1'b1;
            txt_ena          <= Cpu_req_i;
        end
        4'hc: begin
            wb_c_we_o        <= Cpu_mem_w_i;
            Cpu_data4bus_o   <= wb_c_dat_i;
            Cpu_ready_o      <= wb_c_ack_i;
            wb_c_stb_o       <= Cpu_req_i;
        end
        default: begin
            MIO_mem_w_o    <= Cpu_mem_w_i;
            Cpu_data4bus_o <= MIO_data4bus_i;
            Cpu_ready_o    <= MIO_ready_i;
        end
    endcase
end
always @(posedge clk or posedge rst) begin
    if(rst) begin
        gpu_status <= 0;
    end else if(Cpu_addr_bus_i[31:28] == 4'hb && Cpu_addr_bus_i[27] && Cpu_req_i && Cpu_mem_w_i) begin
        gpu_status <= Cpu_data2bus_i;
    end
end
endmodule
==> run.sh <==
#!/bin/bash
# OpenROAD 26Q1-2900-gdf79404cd8, Yosys 0.63+post, stock flow scripts
make -C /OpenROAD-flow-scripts/flow DESIGN_CONFIG=/design/flow/config.mk WORK_HOME=/design/flow/orfs finish
==> config.mk <==
export PLATFORM = sky130hd
export DESIGN_NAME = BIU
export DESIGN_NICKNAME = BIU
export VERILOG_FILES = /design/flow/design.v
export SDC_FILE = /design/flow/constraint.sdc
export NUM_CORES = 4
export LEC_CHECK = 1
export CORE_AREA = 10 10 174 174
export DIE_AREA = 0 0 184 184
==> constraint.sdc <==
current_design BIU

set clk_period 5.6
set clk_io_pct 0.2

create_clock -name clk0 -period $clk_period [get_ports {clk}]

set non_clock_inputs [all_inputs -no_clocks]
set_input_delay [expr $clk_period * $clk_io_pct] -clock clk0 $non_clock_inputs
set_output_delay [expr $clk_period * $clk_io_pct] -clock clk0 [all_outputs]
==> qor.yml <==
power:
  ir_worst_vdd_uv: 77.2
  p_seq_share_pct: 29.4
  intPower_uw: 732
  p_sw_share_pct: 25.1
  finalPower_uw: 977
  power_switching_uw: 246
  cellLeakagePower_uw: 0.00228
  power_frac_comb_pct: 40.5
  p_clk_share_pct: 30.1
  pwr_density_cell_nw_per_um2: 164
finish:
  largest_reg_flops: 32
  layout-drive-gt1-share_pct: 9.83
  lay_top_count: "clkdlybuf4s50_1"
  fillers: 2810
  top_register: "gpu_status"
  layout_top_cells: "clkdlybuf4s50_1 (305), dfrtp_1 (32), mux2_4 (30), mux2i_1 (24), nor2_1 (20)"
  area.growth.synth_to_final_pct: 52.7
  largestRegisters: "gpu_status x32"
grt:
  grt_pass1_vias: 3516
  grt_overflow: 0
  track_usage_pct: 9.23
  grt_antenna_before_repair: 0
  grt_max_degree: 63
  grt_pass1_wl_um: 23100
floorplan:
  fp-utilization_pct: 14.8
  io_pins: 437
  die-area_um2: 33900
  core_area_um2: 26300
  row_count: 59
  die_x_um: 184
  die-height_um: 184
logic_synthesis:
  synth.mux.area_fraction_pct: 18.3
  synth_stat.cells: 427
  ys_warn_count: 1
  synthTopCellsByArea: "buf_4 (39%), dfrtp_1 (21%), mux2_4 (12%), mux2i_1 (6.2%), o2bb2ai_1 (3.6%)"
  synth_top_area_share_pct: 38.9
  top_logic_kind: "buffers and inverters"
  synth_area_um2: 3900
  netlist_instances: 427
  ys.flops: 32
  top_area_cell: "buf_4"
  yosys.area_share.adder_pct: 0
  yosys_area_um2: 3900
  ys_seq_share_pct: 20.5
  synthDistinctLibCells: 29
  aoi_share_pct: 12.0
  synth.avg_cell_area_um2: 9.14
  xor_share_pct: 0
  ys_sh_simple_pct: 6.96
worst_setup_path:
  critPathLaunchType: "primary input"
  worstPathArrival_ns: 3.42
  criticalPathCategory: "in -> out"
  crit_fanout: 16
  endpoint_kind: "primary output"
  required_ns: 4.48
routing:
  vias: 3099
  routedWlPerCell_um: 19.2
  drc: 0
  ant_nets: 0
  num_antenna_cells: 0
  vias_per_cell: 3.59
  wl_um: 16600
  drt_iter0_markers: 70
  dr.pass1.iters: 4
clock_tree:
  clk_pin_slew_ns: 0.06
  numClockSinks: 32
  cts_buffers: 5
  ctsHtreeMaxLevel: 2
  cts_resized: 0
  cts_tree: "yes"
  postCtsSetupRepairBufs: 0
  root_buffer: "clkbuf_16"
  cts_max_path_buffers: 2
  clk_latency_ns: 0.28
  holdBufCountCts: 0
final_timing:
  fin_skew_ns: 0
  slew-limit-headroom_pct: 49.4
  setup_ws_ns: 1.06
  tns_ns: 0
  setup_viol: 0
  max_freq_ghz: 0.220
  period_needed_ns: 4.54
  finalCritPeriodShare_pct: 81.1
  grt_setup_unrepaired: "no"
  drv_slew: 0
  tightest_slew_ns: 0.758
  hold_viol: 0
run:
  maxCapViolations: 0
  warning_count: 29
placed_design:
  hpwl_um: 13300
  port_buffers: 307
  gp_congestion: 0.760
  pre_cts_ws_ns: 0.966
min_path:
  hp-class: "reg -> reg"
run_status:
  status: "completed"
## layout make-up
cell class	instances	area (µm²)	share of cell area (%)
inverters	1	3.75	0.0630
repair buffers	314	3120	52.3
multi-input cells	174	1470	24.7
well taps	335	419	7.04
clock buffers	8	146	2.46
flip-flops and latches	32	801	13.4
## cells by family after synthesis
family | Yosys count
and+or+nand+nor | 49
other | 1
muxes | 56
buffers and inverters | 224
AOI/OAI and AO/OA | 65
DFF | 32
## critical path, stage by stage
cell	delay, ns
clkdlybuf4s50_1	0.60
and4bb_2	0.30
nor2_4	0.34
buf_4	0.36
o2bb2ai_1	0.18
clkdlybuf4s50_1	0.51
## synthesized netlist by cell type, drive strengths merged
cell	count
buf	215
and4bb	1
mux2	32
dfrtp	32
a21oi	19
mux2i	24
nor2	21
a221o	1
a31oi	5
inv	1
and2	4
a22o	8
a211oi	8
nand3b	1
clkbuf	8
conb	1
and3b	1
o21bai	8
and4	1
nor2b	16
o2bb2ai	16
nor3b	2
nand2	2
## power by group through the flow
stage     clock network [µW]  logic [µW]  registers (µW)
4_1_cts                  321         408             288
5_1_grt                  324         431             293
6_report                 294         396             288
## metal layers
layer | global-route usage [%] | vias to the layer above | wire (µm) | share of wire [%]
met5 | 0 | - | 0 | 0
met4 | 3.15 | 0 | 646 | 3.9
met3 | 4.82 | 45 | 2090 | 13
met2 | 15.2 | 229 | 7660 | 46
met1 | 9.93 | 1383 | 6210 | 37
li1 | - | 1442 | - | -
## final timing paths
| check | start | to | slack (ns) | depth (start not counted) |
|---|---|---|---|---|
| worst min-delay path | gpu_status[21]$_DFFE_PP0P_ | gpu_status[21]$_DFFE_PP0P_ | 0.54 | 1 |
| min in group asynchronous | rst | gpu_status[23]$_DFFE_PP0P_ | 1.26 | 3 |
| max in group asynchronous | rst | gpu_status[4]$_DFFE_PP0P_ | 3.99 | 3 |
| worst min register to register | gpu_status[21]$_DFFE_PP0P_ | gpu_status[21]$_DFFE_PP0P_ | 0.54 | 1 |
| worst max register to register | gpu_status[3]$_DFFE_PP0P_ | gpu_status[3]$_DFFE_PP0P_ | 4.77 | 1 |
| worst max-delay path | Cpu_addr_bus_i[29] | Cpu_data4bus_o[25] | 1.06 | 6 |
## through the flow
stage                     utilization (%)  cells  hold slack, ns  instance area, µm²
final                                22.7    864           0.535                5960
after global routing                 22.7    864           0.553                5960
after CTS                            22.7    864           0.540                5960
after detailed placement             22.1    856           0.521                5810
after global placement               22.1    856           0.521                5810
after floorplan                         -    430           0.481                3910
Power and IR drop assume default switching activity.
